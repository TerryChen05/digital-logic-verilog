==> flow/design.v <==
module encoder (  
    input [15:0] w,
    input en,
    output reg [3:0] y
);
    integer i;
    always @(*) begin
        if (en == 1'b1) begin
            y = 4'd0;
            for (i = 0; i < 16; i = i + 1) begin  
                if (w[i] == 1'b1) begin
                    y = i[3:0];
                end
            end
        end
        else
            y = 4'd0;
    end
endmodule
==> flow/run.sh <==
#!/bin/bash
# OpenROAD 26Q1-2900-gdf79404cd8, Yosys 0.63+post, stock flow scripts
make -C /OpenROAD-flow-scripts/flow DESIGN_CONFIG=/design/flow/config.mk WORK_HOME=/design/flow/orfs finish
==> flow/config.mk <==
export PLATFORM = sky130hd
export DESIGN_NAME = encoder
export DESIGN_NICKNAME = encoder
export VERILOG_FILES = /design/flow/design.v
export SDC_FILE = /design/flow/constraint.sdc
export NUM_CORES = 4
export LEC_CHECK = 1
export CORE_AREA = 10 10 70 70
export DIE_AREA = 0 0 80 80
==> flow/constraint.sdc <==
current_design encoder

set clk_period 2.6
set clk_io_pct 0.2

create_clock -name clk0 -period $clk_period

set non_clock_inputs [all_inputs -no_clocks]
set_input_delay [expr $clk_period * $clk_io_pct] -clock clk0 $non_clock_inputs
set_output_delay [expr $clk_period * $clk_io_pct] -clock clk0 [all_outputs]
==> GITHUB_STEP_SUMMARY <==
### Metrics collected by this job

| Metric | Value |
|---|---|
| Outcome | `complete, no violations` |
| Finish-stage setup viols | `0` |
| Final Hold Slack | `around 1600 ps` |
| Worst path most repeated cell | `clkdlybuf4s50_1` |
| Critical path peak fanout | `2` |
| Max Cap Viol | `0` |
| Critical path class | `in2out` |
| Port Buffer Count | `20` |
| Finished Layout Cells | `roughly 96` |
| Seq share, synth | `0` |
| CP Launch Type | `primary input` |
| Synthesis area per yosys | `153 um^2` |
| Area Growth Syn to Fin | `198%` |
| DR iter-0 viols | `7` |
| Yosys warns | `1` |
| CP Capture Point | `y[0]` |
| Routed WL | `approximately 950 um` |
| # rows | `21` |
| CLK BUF | `0` |
| TritonRoute pass-1 iters | `2` |
| Crit. path cell count | `7` |
| Post-CTS Setup Bufs | `0` |
| Sequential standard cell area | `0 um^2` |
| Hold Path Class | `in2out` |
| Crit path required time | `2080 ps` |
| Hpwl dp | `877 um` |
| Largest delay share family, worst path | `buffers and inverters` |
| Total Routing Usage GR | `0.0268` |
| Routed wire per std cell | `around 10 um` |
| Data arrival, critical path | `approximately 2000 ps` |
| Post-route DRC | `0` |
| Unrepaired setup endpoints after global routing | `false` |
| Crit path from | `w[9]` |
| Slowest stage cell, crit path | `clkdlybuf4s50_1` |
| Ys cells | `25` |
| Filler cell count | `just under 400` |
| WHS Path Cells | `5` |
| P_leak | `about 0.17 nW` |
| Initial antenna violation count | `0` |
| Worst IR Drop VDD | `0.0148 mV` |
| Share of post-route cells with drive strength above 1 | `0.140` |
| Worst-Margin Slew | `around 290 ps` |
| CP peak stage delay | `between 500 and 600 ps` |
| HP Start | `w[10]` |
| Buf/Inv on CP | `3` |
| Hold Buf Count CTS | `0` |
| Fmax | `between 0.3 and 0.4 GHz` |
| Core area | `roughly 0.0034 mm^2` |
| Die H | `around 80 um` |
| Cycle use final | `0.968` |
| OpenROAD warnings | `33` |
| FP Core Util | `0.0447` |
| Vias | `277` |
| CP endpoint kind | `output pin` |
| PD cells | `122 mW/mm^2` |
| Vias in the first global route | `~280` |
| Avg Vias per Cell | `about 2.9` |
| GRT overflow | `0` |
| Die ar. | `roughly 0.0064 mm^2` |
| Post-route antenna net violation count | `0` |
| Die Wd | `roughly 80 um` |
| Slew margin rel. | `0.807` |
| Final Max Slew Viols | `0` |
| Registers | `0` |
| I/O pins | `21` |
| Mapped Cells | `25` |
| Post-route minimum period | `2520 ps` |
| Mapped cell area | `153 um^2` |
| Antenna diodes | `0` |
| CP Cell Sequence | `clkdlybuf4s50_1 -> buf_4 -> nor2_1 -> nand2_1 -> nand4_1 -> o21ai_1 -> clkdlybuf4s50_1` |
| Largest net degree at the start of global routing | `6` |
| Hold Vio Cnt, Final | `0` |
| First-pass GRT wire length | `approximately 1300 um` |
| Synth cell types | `15` |
| Synth Area per Inst | `6.11 um^2` |
| Placed Cells | `about 96` |
| RePlAce Congestion | `a little under 0.7` |
synth_stat cells:
master | instances | share of area
nand2b_1 | 1 | 0.041
o311a_1 | 1 | 0.066
nor3_1 | 1 | 0.033
nor2b_1 | 1 | 0.041
nor2_1 | 4 | 0.098
nand4_1 | 1 | 0.041
inv_1 | 2 | 0.049
nand2_1 | 1 | 0.025
a21oi_1 | 2 | 0.066
o21ai_0 | 2 | 0.066
a21boi_0 | 2 | 0.098
nor4_2 | 1 | 0.082
o41ai_1 | 1 | 0.057
o31a_1 | 2 | 0.11
nor4_1 | 3 | 0.12
power breakdown:
| part | leakage [nW] | switching (W) | internal (W) | total, W |
|---|---|---|---|---|
| registers | 0 | 0 | 0 | 0 |
| logic | 0.174 | 0.0000186 | 0.0000369 | 0.0000556 |
| clock network | 0 | 0 | 0 | 0 |
| total | 0.174 | 0.0000186 | 0.0000369 | 0.0000556 |
final cells by class:
cell class	count	area, um^2	area share
Timing Repair Buffer	25	239	0.525
Tap cell	46	57.6	0.126
Multi-Input combinational cell	23	151	0.332
Inverter	2	7.51	0.0165
routing by layer:
layer | vias up | GRT usage | routed length (um)
met5 | - | 0 | 0
met4 | 0 | 0 | 0
met3 | 0 | 0.0193 | 140
met2 | 8 | 0.0514 | 502
met1 | 118 | 0.0231 | 310
li1 | 151 | - | -
stage by stage:
stage	power [W]	setup WS (ps)	util	instance area, um^2	TNS, ps
2_1_floorplan	0.00000990	924	-	153	0
3_3_place_gp	0.0000573	-113	0.131	448	-202
3_5_place_dp	0.0000575	-77.0	0.131	448	-129
4_1_cts	0.0000567	44.2	0.132	450	0
5_1_grt	0.0000610	6.24	0.133	455	0
6_report	0.0000556	83.4	0.133	455	0
layout by cell type (no fill, tap or decap):
cell type / n
o21ai_0: 1
dlygate4sd2_1: 3
clkdlybuf4s50_1: 15
nor2b_1: 1
o311a_1: 1
nor4_2: 2
o41ai_1: 1
dlymetal6s2s_1: 2
nor2_1: 4
inv_1: 2
o21ai_1: 1
nand2_1: 1
a21oi_1: 2
buf_4: 5
o31a_1: 2
nand4_1: 1
nor4_1: 2
nand2b_1: 1
nor3_1: 1
a21boi_0: 2
kinds of logic (layout without fill, tap and decap cells):
| logic type | Yosys count | after routing | synth area share |
|---|---|---|---|
| AOI/OAI and AO/OA | 10 | 10 | 0.467 |
| and+or+nand+nor | 13 | 13 | 0.484 |
| buffers and inverters | 2 | 27 | 0.0492 |
worst min path at each step:
stage | end | slack (ps)
after CTS | y[2] | 1790
after global routing | y[2] | 1700
final | y[2] | 1640
what timing repair did:
item / in CTS / in global routing
setup endpoints to repair: 2 / 2
resized: 4 / 3
hold endpoints to repair: 0 / 0
pin swaps: 3 / 1
Power is estimated from default activity; no workload was simulated.
