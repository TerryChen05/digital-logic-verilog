File: flow/constraint.sdc
current_design bcd_counter4

set clk_period 4.7
set clk_io_pct 0.2

create_clock -name clk0 -period $clk_period [get_ports {clk}]

set non_clock_inputs [all_inputs -no_clocks]
set_input_delay [expr $clk_period * $clk_io_pct] -clock clk0 $non_clock_inputs
set_output_delay [expr $clk_period * $clk_io_pct] -clock clk0 [all_outputs]
File: flow/config.mk
export PLATFORM = sky130hd
export DESIGN_NAME = bcd_counter4
export DESIGN_NICKNAME = bcd_counter4
export VERILOG_FILES = /design/flow/design.v
export SDC_FILE = /design/flow/constraint.sdc
export NUM_CORES = 4
export LEC_CHECK = 1
export CORE_AREA = 10 10 79 79
export DIE_AREA = 0 0 89 89
File: flow/run.sh
#!/bin/bash
# OpenROAD 26Q1-2900-gdf79404cd8, Yosys 0.63+post, stock flow scripts
make -C /OpenROAD-flow-scripts/flow DESIGN_CONFIG=/design/flow/config.mk WORK_HOME=/design/flow/orfs finish
File: flow/design.v
module bcd_counter (  
    input clk,        
    input reset,   
    input en,     
    output reg [3:0] q 
);
    always @(posedge clk) begin
        if (reset) begin 
            q <= 4'b0;
        end
        else if (en) begin
            if(q == 4'b1001) begin 
                q <= 4'b0;
            end
            else begin 
                q <= q + 1;
            end
        end
    end
endmodule
module bcd_counter4 (  
    input clk,
    input reset,
    output [3:1] en,
    output [15:0] q
);
    assign en[1] = (q[3:0]==4'd9) ? 1 : 0; 	 
    assign en[2] = (q[3:0]==4'd9) & (q[7:4]==4'd9); 	 
    assign en[3] = (q[3:0]==4'd9) & (q[7:4]==4'd9) & (q[11:8]==4'd9); 	 
    bcd_counter inst1(clk, reset, 1'b1, q[3:0]);
    bcd_counter inst2(clk, reset, en[1], q[7:4]);
    bcd_counter inst3(clk, reset, en[2], q[11:8]);
    bcd_counter inst4(clk, reset, en[3], q[15:12]);
endmodule
==> impl_report.txt <==
FLOW METRICS REPORT
----------------------------------------------------
[Final layout]
  Cell area after layout ........................ 1077 µm²
  Top library cells by usage in the layout, fill and taps aside ........................ clkdlybuf4s50_1 (20), dfxtp_1 (16), nor2_1 (12)
  Area grow syn2layout ........................ 36.67%
  Fill cell count ........................ 497
  Finished Core Util ........................ 23.11%
  Fraction of final layout cells with drive strength greater than 1 ........................ 7.407%
  Most frequent logic cell in the layout ........................ clkdlybuf4s50_1

[Power]
  Switching share of power ........................ 19.78%
  Share of power burned in combinational logic ........................ 4.8%
  Total power density per cell area ........................ 254.5 nW/µm²
  Power dissipated by switching net loads ........................ 54.23 µW
  Max IR drop VDD ........................ 0.0001076 V
  Fraction of power consumed by the clock network ........................ 43.8%
  Leak pwr ........................ 0.0004068 µW
  Flop pwr share ........................ 51.5%
  Internal power summed over all cells ........................ 219.9 µW

[Synthesis]
  Number of unique standard cell types used by synthesis ........................ 27
  Post-synthesis average cell area ........................ 8.857 µm²
  Synthesized instance count ........................ 89
  Yosys stat cell total ........................ 89
  Sequential element share of the synthesized area ........................ 40.63%
  Post-synth area from yosys stat ........................ 788.3 µm²
  Ys Warns ........................ 1
  Cell area after synthesis ........................ 788.3 µm²
  Register bit count reported by yosys ........................ 16

[Worst setup path]
  Launching element of the worst setup path ........................ inst1.q[0]$_SDFF_PP0_
  Worst reg2reg setup slack ........................ 2.95 ns
  Max Fanout on Critical Path ........................ 7
  Cells along the critical path ........................ ha_1, and4b_1, and3_1, clkdlybuf4s50_1
  Reg2reg path depth ........................ 5
  Worst path buffer plus inverter count ........................ 1
  Worst path slowest cell ........................ clkdlybuf4s50_1
  Capturing element type of the critical path ........................ output pin
  Data arrival time of the worst path ........................ 2.00 ns
  Maximum cell stage delay along the critical path ........................ 0.48 ns
  Critical path class ........................ flip-flop to output pin
  Category of cells accounting for the largest share of critical-path delay ........................ simple AND/OR/NAND/NOR gates
  FF-to-FF Start ........................ inst1.q[0]$_SDFF_PP0_
  Critical path startpoint category ........................ flip-flop
  Required arrival time at the worst endpoint ........................ 3.76 ns
  Crit Reg-Reg Endpoint ........................ inst4.q[2]$_SDFFE_PP0P_

[Drt]
  Final wirelength ........................ 1.760 mm
  Antenna diode count ........................ 0
  Detail-routed via count per cell ........................ 3.957
  Count of vias placed by the detailed router ........................ 641
  Count of unresolved DRC violations after routing ........................ 0
  Wirelength per Cell ........................ 10.86 µm
  Length of the first detailed-routing pass in iterations ........................ 4
  Iteration-0 DRC Markers ........................ 39
  Antenna Nets Post-Route ........................ 0

[Final timing]
  Post-layout period usage of the worst path ........................ 62.57%
  Setup violation total in the final timing report ........................ 0
  Final Slew Violations ........................ 0
  Normalized max-slew margin ........................ 65.45%
  Clock period minus final worst setup slack ........................ 2.941 ns
  FMAX ........................ 340.1 MHz
  Worst Hold Slack ........................ 0.4838 ns
  RSZ-0062 raised after global routing ........................ no
  Total negative setup slack ........................ 0 ns
  Setup Skew ........................ 0.0004269 ns
  Final Hold Violating Endpoints ........................ 0
  PnR worst setup slack ........................ 1.759 ns
  Worst slew pin tran ........................ 0.5167 ns

[CTS]
  Number of buffers inserted by hold repair at cts ........................ 0
  Number of cells upsized or downsized after cts ........................ 0
  Inserted Clock Buffers ........................ 3
  Count of buffers added by post-CTS timing repair for setup ........................ 0
  Number of buffers on the longest clock path ........................ 2
  Clock transition at the registers of the reported paths ........................ 0.06 ns
  Clock tree sinks ........................ 16
  Insertion delay to the later sink of the worst-skew pair ........................ 0.24 ns
  Clock tree from TritonCTS ........................ yes
  Library cell used as clock root buffer ........................ clkbuf_8
  CTS H-Tree Depth ........................ 1

[Global route]
  Vias in the first global route ........................ 616
  Total global routing overflow ........................ 0
  GRT Resource Usage Total ........................ 4.908%
  Global-route wire length before repair ........................ 3.056 mm
  Largest net degree at the start of global routing ........................ 15
  Antenna violations before repair ........................ 0

[Floorplan]
  Io pins ........................ 21
  Vert. Die Dim ........................ 89 µm
  Area of the core ........................ 4661 µm²
  Starting density of the core ........................ 16.91%
  Die Area ........................ 7921 µm²
  Row Count ........................ 25
  DIE WIDTH ........................ 89 µm

[Place]
  DP HPWL ........................ 1.341 mm
  IO buf count ........................ 20
  Placed cell areas ........................ 1022 µm²
  Placement Setup Slack ........................ 2.027 ns
  Global placement routability congestion ........................ 0.7949

[Worst hold path]
  Hold-critical path endpoint ........................ inst1.q[0]$_SDFF_PP0_
  Hold depth ........................ 1
  Worst min-delay path class ........................ flip-flop to flip-flop
  Hold Path Origin ........................ inst1.q[0]$_SDFF_PP0_

[Job]
  Maximum capacitance violations ........................ 0
  Total tool warning count ........................ 26

[Run status]
  Outcome ........................ completed

----------------------------------------------------
[cell families after synthesis]
| kind of cell | share of synthesized area, % |
|---|---|
| AND-OR/OR-AND | 9.048 |
| XOR/XNOR | 7.778 |
| adder cells (fa/ha/maj) | 3.174 |
| buffers and inverters | 6.190 |
| flip-flops | 40.64 |
| multiplexers | 2.540 |
| AND/OR/NAND/NOR | 30.63 |
[cell usage after synthesis (all sizes together)]
cell,number,area share [%]
dfxtp,16,41
nor2,12,5.7
a21oi,7,4.4
nand2,6,2.9
nor2b,5,4.0
buf,4,3.8
inv,4,1.9
o21ai,4,2.5
xnor2,4,4.4
nand3,3,1.9
nor3b,3,4.3
xor2,3,3.3
ha,2,3.2
mux2i,2,2.5
nand4,2,3.5
nor3,2,1.3
or3,2,1.6
a31oi,1,0.79
a41o,1,1.3
and3,1,0.79
and4b,1,1.3
and4bb,1,1.6
clkbuf,1,0.48
nand4b,1,1.1
or2,1,0.79
[through the flow]
step	power (µW)	cells
final	274.2	162
after global routing	292.9	162
after CTS	280.6	162
after detailed placement	157.5	158
after global placement	157.7	158
after floorplan	149.6	89
[power groups by stage]
stage | clock network [µW] | logic (µW) | registers [µW]
CTS | 126 | 13.5 | 141
global route | 135 | 15.7 | 142
finish | 120 | 13.0 | 141
[sequential cells by signal, summed over array words and instances (netlist names)]
name / count
inst1.q: 4
inst2.q: 4
inst3.q: 4
inst4.q: 4
[layer usage]
layer	wire (µm)	share of wire (%)	global-route usage (%)	vias to the layer above
li1	-	-	-	336
met4	8	0.45	0.2890	0
met1	812	46	6.379	285
met5	0	0	0	-
met2	743	42	7.247	18
met3	195	11	2.847	2
[worst max path at each step]
stage	endpoint	cells after the start	slack [ns]
after CTS	en[3]	4	1.74
after global routing	en[3]	4	1.54
final	en[3]	4	1.76
[layout make-up]
class / instances / area (µm²) / area share (%)
Sequential cell: 16 / 320.3 / 29.73
Timing Repair Buffer: 20 / 200.2 / 18.58
Tap cell: 54 / 67.56 / 6.272
Clock buffer: 4 / 55.05 / 5.110
Multi-Input combinational cell: 64 / 419.2 / 38.91
Inverter: 4 / 15.01 / 1.394
Power figures rest on the tool's default switching activity, not on a simulated workload.
