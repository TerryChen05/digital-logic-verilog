### run.sh
#!/bin/bash
# OpenROAD 26Q1-2900-gdf79404cd8, Yosys 0.63+post, stock flow scripts
make -C /OpenROAD-flow-scripts/flow DESIGN_CONFIG=/design/flow/config.mk WORK_HOME=/design/flow/orfs finish
### config.mk
export PLATFORM = sky130hd
export DESIGN_NAME = mux_4to1
export DESIGN_NICKNAME = mux_4to1
export VERILOG_FILES = /design/flow/design.v
export SDC_FILE = /design/flow/constraint.sdc
export NUM_CORES = 4
export LEC_CHECK = 1
export CORE_AREA = 10 10 70 70
export DIE_AREA = 0 0 80 80
### constraint.sdc
current_design mux_4to1

set clk_period 1.5
set clk_io_pct 0.2

create_clock -name clk0 -period $clk_period

set non_clock_inputs [all_inputs -no_clocks]
set_input_delay [expr $clk_period * $clk_io_pct] -clock clk0 $non_clock_inputs
set_output_delay [expr $clk_period * $clk_io_pct] -clock clk0 [all_outputs]
### design.v
module mux_4to1 (
    input [3:0] a, b, c, d,
    input [15:0] e,
    input [1:0] sel,
    output [3:0] out1,
    output [3:0] out2,
    output reg [3:0] out3,
    output [3:0] out4 
);
    assign out1 = ({4{sel[1] & sel[0]}} & d) | 
                  ({4{sel[1] & ~sel[0]}} & c) | 
                  ({4{~sel[1] & sel[0]}} & b) | 
                  ({4{~sel[1] & ~sel[0]}} & a);
    assign out2 = sel == 2'b00 ? a :
                  sel == 2'b01 ? b :
                  sel == 2'b10 ? c :
                  sel == 2'b11 ? d : 4'b0; 
    always @(*) begin
        case (sel) 
            2'b00 : out3 = a;
            2'b01 : out3 = b;
            2'b10 : out3 = c;
            2'b11 : out3 = d;
            default : out3 = 4'b0;
        endcase
    end
    assign out4 = {e[sel*4 +3], e[sel*4 +2], e[sel*4 +1], e[sel*4]};
endmodule 
==> out/results.tsv <==
metric	value	unit
fp.dieH	80	µm
ys_cells	20	
yosysSeqAreaShare	0	%
lay_top_cells	dlygate4sd2_1, mux4_2, buf_2	
rsz0062_at_grt	true	
p_per_area	261	nW/µm²
p_comb_share	100.0	%
utilization	28.8	%
drt-total-wl	1990	µm
ios	50	
nFlopsAndLatches	0	
synth.distinct_cells	5	
die_w	80	µm
violations	setup timing	
layout_top_cell	dlygate4sd2_1	
drt-vias-per-instance	3.96	
openroad.warnings	34	
min_path_cells	3	
synthToLayoutAreaGrowth	132	%
seq_power_share	0	%
slew_viol_final	0	
cp-end-kind	output pin	
avgRoutedWirePerCell	16.3	µm
fmax	660	MHz
drv_cap	0	
dieArea	6400	µm²
fin_total_pwr	0.257	mW
grt_pass1_wl	3040	µm
cp_data_arrival_time	1.22	ns
grt_overflow_total	0	
finalCritPeriodShare	101	%
num_antenna_cells	0	
vias	483	
drc_errors	0	
yosysWarnings	1	
num-fill-cells	385	
pwr-share-clk	0	%
grt_antenna_before_repair	0	
first_iter_violations	8	
cp-startpoint	sel[0]	
endpoint	out1[2]	
crit_type	in -> out	
coreArea	3420	µm²
syn_area	424	µm²
worst_ep_required_time	1.20	ns
postSynthCellCount	20	
setup_viol	5	
register_area	0	µm²
min_from	e[10]	
fp_util	12.4	%
period_minus_slack	1.52	ns
grtUsageTotal	5.95	%
setup_slack	-0.0158	ns
drive_gt1_share	57.9	%
startpoint_type	primary input	
status	finished, violations left	
synth_chip_area	424	µm²
clkbuf_count	0	
dr.pass1.iters	2	
grt_pass1_vias	568	
rows	21	
gp_congestion	0.680	
swShare	27.5	%
relSlewSlack	90.0	%
ctsHoldBuffers	0	
critPathMaxFanout	4	
switchingPower	0.0707	mW
vdd_drop_max	0.0000741	V
portBuffers	50	
postRouteAntennaNets	0	
grt_max_degree	9	
p_int	0.187	mW
place_ws	-0.803	ns
hold_viol	0	
synth.avg_cell_area	21.2	µm²
p_leak	0.433	nW
hp-class	in -> out	
tightest_slew	0.151	ns
[power groups by stage]
stage	Combinational [mW]	Sequential [mW]	Clock, mW
CTS	0.259	0	0
global route	0.281	0	0
finish	0.257	0	0
[per-layer routing]
metal | global-route usage, % | vias up | part of all wire (%)
met2 | 11.2 | 25 | 54
li1 | - | 220 | -
met3 | 1.93 | 0 | 9.2
met5 | 0 | - | 0
met4 | 0 | 0 | 0
met1 | 6.68 | 238 | 36
[cells in the mapped netlist, drive strengths merged]
cell type | instances | area (µm²)
mux4 | 16 | 383
buf | 4 | 41.3
[timing repair]
| item | in CTS | in global routing |
|---|---|---|
| endpoints found under the setup margin | 16 | 8 |
| gates cloned | 2 | 0 |
| setup buffers | 4 | 1 |
| resized | 107 | 0 |
[layout make-up]
| type | instances | area, µm² | share of cell area, % |
|---|---|---|---|
| multi-input combinational | 16 | 360 | 36.6 |
| timing repair buffer | 60 | 567 | 57.6 |
| tap | 46 | 57.6 | 5.84 |
[kinds of logic after synthesis]
kind of cell  share of synthesized area [%]
mux                                    90.3
buf+inv                                9.73
[critical path, cell delays in order]
cell    delay [ns]
buf_12        0.09
buf_16        0.11
buf_8         0.10
mux4_2        0.49
buf_2         0.13
[worst min-delay path by stage]
stage / endpoint / slack (ns)
4_1_cts: out4[2] / 1.09
5_1_grt: out4[3] / 1.10
6_report: out4[2] / 1.08
[stage by stage]
stage	hold slack, ns	area (µm²)	std cells	TNS [ns]
6_report	1.08	985	122	-0.0362
5_1_grt	1.10	985	122	-0.361
4_1_cts	1.09	965	121	-0.145
3_5_place_dp	1.73	988	115	-12.15
3_3_place_gp	1.73	988	115	-11.98
2_1_floorplan	0.759	424	20	0
Power figures rest on the tool's default switching activity, not on a simulated workload.
